==> flow/design.v <==
module top
(
    input clk,
    output [5:0] led
);
localparam WAIT_TIME = 13500000;
reg [23:0] clockCounter = 0;
reg [5:0] cur_state = 6'b111111;	 
always @(posedge clk) begin
    clockCounter <= clockCounter + 1;
    if (clockCounter == WAIT_TIME) begin
        clockCounter <= 0;
            cur_state <= cur_state << 1;
        if (cur_state == 6'b000000) begin
            cur_state <= 6'b111111;
        end
    end
end
assign led[5:0] = cur_state[5:0];
endmodule
==> flow/run.sh <==
#!/bin/bash
# OpenROAD 26Q1-2900-gdf79404cd8, Yosys 0.63+post, stock flow scripts
make -C /OpenROAD-flow-scripts/flow DESIGN_CONFIG=/design/flow/config.mk WORK_HOME=/design/flow/orfs finish
==> flow/config.mk <==
export PLATFORM = sky130hd
export DESIGN_NAME = top
export DESIGN_NICKNAME = top
export VERILOG_FILES = /design/flow/design.v
export SDC_FILE = /design/flow/constraint.sdc
export NUM_CORES = 4
export LEC_CHECK = 1
export CORE_UTILIZATION = 30
==> flow/constraint.sdc <==
current_design top

set clk_period 3.0
set clk_io_pct 0.2

create_clock -name clk0 -period $clk_period [get_ports {clk}]

set non_clock_inputs [all_inputs -no_clocks]
set_input_delay [expr $clk_period * $clk_io_pct] -clock clk0 $non_clock_inputs
set_output_delay [expr $clk_period * $clk_io_pct] -clock clk0 [all_outputs]
==> impl_metrics.py <==
# Flow results
metrics = {
    "yosys": {
        "yosys_register_bits": 30,
        "syn-instance-count": 145,
        "yosys_area_um2": 1390,
        "syn_area_um2": 1390,
        "syn_avg_cell_area_um2": 9.59,
        "ys_warn_count": 1,
        "async_flop_share_pct": 0,
        "postSynthSeqShare_pct": 47.5,
        "ys.flop_type": "dfxtp_1",
        "edf_count": 6,
        "yosysCellCount": 145,
        "ys_types": 34,
    },
    "power_and_ir_drop": {
        "p_leak_nw": 0.512,
        "power_density_nw_per_um2": 459,
        "p_total_uw": 731,
        "vdd_drop_max_mv": 0.306,
    },
    "floorplanning": {
        "rows": 24,
        "die-area_um2": 4910,
        "coreArea_um2": 4410,
        "die_h_um": 70.1,
        "pin_count": 7,
        "die-width_um": 70.1,
        "fp_util_pct": 31.5,
    },
    "place": {
        "numPortBuffers": 6,
        "gp_congestion": 0.842,
        "post-dp-hpwl_mm": 1.78,
    },
    "clock_tree": {
        "cts.sinks": 30,
        "cts_tree": "built",
        "cts_max_level": 2,
        "cts_setup_buffers": 0,
        "cts_buffers": 5,
        "clk_latency_ps": 280,
        "path_clk_slew_ps": 60,
        "cts_max_path_buffers": 2,
        "hold_buffers": 0,
        "cts.repair.resized": 0,
        "cts-root-buf": "clkbuf_8",
    },
    "timing": {
        "period_minus_slack_ps": 2180,
        "fmax_mhz": 458,
        "setup_viol": 0,
        "fin_crit_sh_pct": 72.8,
        "rsz0062_at_grt": "false",
        "slew_headroom_pct": 40.0,
        "slew_viol_final": 0,
        "hold_violations": 0,
        "setup_tns_ps": 0,
        "worst_pin_slew_ps": 894,
        "skew_ps": 6.83,
    },
    "drt": {
        "vias": 1050,
        "dr.pass1.iters": 4,
        "routed_wl_mm": 2.50,
        "antenna_left": 0,
        "via_per_inst": 5.05,
        "drc_errors": 0,
        "diodes": 0,
        "first_iter_violations": 60,
        "wl_per_cell_um": 12.0,
    },
    "setup_path": {
        "critPathMaxFanout": 15,
        "crit_path_start": "clockCounter[12]",
        "slowest_delay_ps": 840,
        "arrival_ps": 2350,
        "regToRegStartpoint": "clockCounter[12]",
        "path_class": "flip-flop to flip-flop",
        "crit_slowest_cell": "nor4_4",
        "cp-start-kind": "flip-flop",
        "worstPathRequired_ps": 3160,
        "crit_chain": "and3_1, nand3_1, nor4_4, buf_4, nor2_1",
        "critPathCaptureType": "flip-flop",
    },
    "cells_and_area": {
        "final_util_pct": 36.1,
        "syn_to_final_growth_pct": 14.6,
        "drive_gt1_share_pct": 7.05,
    },
    "global_route": {
        "grt_overflow_total": 0,
        "grt_pass1_wl_mm": 4.25,
        "antenna_found_initial": 0,
        "grt_pass1_vias": 961,
        "grt_max_degree": 16,
        "track_usage_pct": 10.7,
    },
    "job": {
        "drv_cap": 0,
        "warning_count": 26,
    },
    "min_path": {
        "min_from": "clockCounter[0]",
        "hold_path_class": "flip-flop to flip-flop",
    },
    "outcome": {
        "status": "completed",
    },
}
-- layout make-up --
type,count,area (um^2)
clock buffer,8,90.1
fill,426,2820
inverter,7,26.3
multi-input combinational,104,683
sequential,30,661
tap,52,65.1
timing repair buffer,7,67.6
-- cell families after synthesis --
logic type | share of synthesized area (%)
compound gates | 5.13
fa+ha+maj | 1.80
buf+inv | 3.33
xor+xnor | 10.1
flops | 47.5
simple gates | 31.4
mux | 0.720
-- worst max-delay path: cells and delay by family, from the launching register on --
kind | cells | cell delay [ps]
buffers and inverters | 1 | 290
AND/OR/NAND/NOR | 4 | 1340
flip-flops | 1 | 440
-- path summary, 6_finish.rpt --
path,cells after the start,slack [ps],end
setup / recovery,5,820,clockCounter[10]
hold / removal,1,490,clockCounter[0]
setup reg to reg,5,820,clockCounter[10]
hold reg to reg,1,490,clockCounter[0]
-- cell usage in the layout, fill, tap and decap left out, types with 2 or more instances in the layout --
cell type / synthesis / layout
nand4_1: 8 / 8
nor4_1: 6 / 6
nor2_1: 15 / 15
xor2_1: 3 / 3
a21oi_1: 4 / 4
dfxtp_1: 24 / 24
nor3_1: 3 / 3
and3_1: 4 / 4
o21ai_0: 3 / 3
and2_1: 2 / 2
nand2_1: 8 / 8
xnor2_1: 13 / 13
clkbuf_1: 0 / 2
edfxtp_1: 6 / 6
inv_1: 7 / 7
nand3_2: 2 / 2
ha_1: 2 / 2
or3_1: 2 / 2
clkbuf_8: 0 / 6
nor4b_1: 2 / 2
nand3_1: 8 / 8
and4_1: 2 / 2
nand2b_1: 5 / 5
clkdlybuf4s50_1: 0 / 6
-- power breakdown --
part / internal, mW / total, mW / switching (mW)
logic: 0 / 0.000000203 / 0
clock network: 0.186 / 0.321 / 0.135
registers: 0.410 / 0.410 / 0
-- layer usage --
| metal | vias to the layer above | share of wire, % | wire length, um | global-route usage [%] |
|---|---|---|---|---|
| met5 | - | 0 | 0 | 0 |
| met4 | 0 | 1.7 | 43 | 2.22 |
| met3 | 4 | 3.6 | 90 | 2.34 |
| met2 | 16 | 42 | 1050 | 15.4 |
| met1 | 493 | 53 | 1320 | 17.0 |
| li1 | 537 | - | - | - |
-- registers in the layout, indices dropped and copies added, names as in the netlist --
register / flops
cur_state: 6
clockCounter: 24
-- cell usage after synthesis (3+ instances only) --
library cell	n	area [um^2]
nand3_1	8	40.0
nand2_1	8	30.0
nand2b_1	5	31.3
dfxtp_1	24	480
nor3_1	3	15.0
edfxtp_1	6	180
nor4_1	6	37.5
a21oi_1	4	20.0
nand4_1	8	50.1
o21ai_0	3	15.0
xor2_1	3	26.3
inv_1	7	26.3
buf_2	4	20.0
nor2_1	15	56.3
and3_1	4	25.0
xnor2_1	13	114
-- stage by stage --
step	hold WS [ps]	area (um^2)	setup slack, ps	cells
2_1_floorplan	441	1390	1180	145
3_3_place_gp	464	1500	960	200
3_5_place_dp	484	1500	883	200
4_1_cts	495	1590	855	208
5_1_grt	515	1590	669	208
6_report	486	1590	816	208
Power figures rest on the tool's default switching activity, not on a simulated workload.
